**design/flow/run.sh**
```bash
#!/bin/bash
# OpenROAD 26Q1-2900-gdf79404cd8, Yosys 0.63+post, stock flow scripts
make -C /OpenROAD-flow-scripts/flow DESIGN_CONFIG=/design/flow/config.mk WORK_HOME=/design/flow/orfs finish
```
**design/flow/config.mk**
```make
export PLATFORM = sky130hd
export DESIGN_NAME = ping_pong
export DESIGN_NICKNAME = ping_pong
export VERILOG_FILES = /design/flow/design.v
export SDC_FILE = /design/flow/constraint.sdc
export NUM_CORES = 4
export LEC_CHECK = 1
export CORE_UTILIZATION = 30
```
**design/flow/constraint.sdc**
```tcl
current_design ping_pong

set clk_period 3.8
set clk_io_pct 0.2

create_clock -name clk0 -period $clk_period [get_ports {clock}]

set non_clock_inputs [all_inputs -no_clocks]
set_input_delay [expr $clk_period * $clk_io_pct] -clock clk0 $non_clock_inputs
set_output_delay [expr $clk_period * $clk_io_pct] -clock clk0 [all_outputs]
```
**design/flow/design.v**
```verilog
module UARTrx
(
    input   wire                    clock,
    input   wire                    reset,
    input   wire                    rx,
    output  reg     [8-1:0]    data,
    output  reg                     data_valid  
);
localparam CLOCKS_PER_BIT   = 50000000 / 115200;
localparam HALF_DELAY       = CLOCKS_PER_BIT / 2;
localparam COUNTER_WIDTH    = $clog2(CLOCKS_PER_BIT);
localparam BIT_CNT_WIDTH    = $clog2(8);
reg     [COUNTER_WIDTH:0]   baud_counter;
reg     [BIT_CNT_WIDTH:0]   bit_counter;
reg                         idle;
wire                        read_enable;
wire                        stop_bit;
wire                        start;
reg                         rx_half_sync;
reg                         rx_sync;
assign read_enable  = (baud_counter == 0) & {~idle};
assign stop_bit     = read_enable & bit_counter[3] & rx_sync;
assign start        = idle & {~rx_sync};
always @(posedge clock)
begin
    if(reset)
    begin
        rx_half_sync    <= 1'b1;  
        rx_sync         <= 1'b1;  
    end
    else
    begin
        rx_half_sync    <= rx;
        rx_sync         <= rx_half_sync;
    end
end
always @(posedge clock)
begin
    if(reset | start)
        bit_counter <= 4'b0;
    else
        bit_counter <= (read_enable & (bit_counter < 8)) ? (bit_counter + 1) : bit_counter;
end
genvar i;
generate
    for(i = 0; i < 8; i++)
    begin : data_assignment
        always @(posedge clock)
            data[i] <= ((bit_counter == i) & read_enable) ? rx_sync : data[i];
    end
endgenerate
always @(posedge clock)
begin
    if(reset)
        data_valid <= 1'b0;
    else
        data_valid <= read_enable & (bit_counter == {8 - 1});
end
always @(posedge clock)
    baud_counter <= start ? 3*HALF_DELAY :  
                    (baud_counter == 0) ? (CLOCKS_PER_BIT - 1) : (baud_counter - 1);
always @(posedge clock)
begin
    if(reset)
        idle <= 1'b1;
    else
        idle <= idle ? rx_sync : stop_bit;
end
endmodule
module UARTtx
(
    input   wire                    clock,
    input   wire                    reset,
    input   wire    [8-1:0]    data,
    input   wire                    send,  
    output  reg                     tx,
    output  reg                     idle
);
localparam CLOCKS_PER_BIT   = 50000000 / 115200;
localparam COUNTER_WIDTH    = $clog2(CLOCKS_PER_BIT);
localparam BIT_CNT_WIDTH    = $clog2(8);
reg     [COUNTER_WIDTH-1:0] baud_counter;
reg     [BIT_CNT_WIDTH:0]   bit_counter;
reg     [8-1:0]        buffer;
wire                        write_enable;
wire                        start;
assign write_enable = (baud_counter == 0) & {~idle};
assign start        = send & idle;
always @(posedge clock)
    buffer <= start ? data : buffer;
always @(posedge clock)
begin
    if(reset | start)
        bit_counter <= 4'b0;
    else
        bit_counter <= (write_enable & (bit_counter < 8)) ? (bit_counter + 1) : bit_counter;
end
always @(posedge clock)
begin
    if(reset)
        tx <= 1'b1;  
    else if(start)
        tx <= 1'b0;  
    else if(write_enable)
        tx <= (bit_counter < 8) ? buffer[bit_counter] : 1'b1;  
    else
        tx <= tx;
end
always @(posedge clock)
    baud_counter <= (start | (baud_counter == 0)) ? (CLOCKS_PER_BIT - 1) : (baud_counter - 1);
always @(posedge clock)
    idle <= reset | (start ? 1'b0 : idle | (write_enable & bit_counter[3]));
endmodule
module ping_pong
(
    input   wire            clock,       
    input   wire            ireset,      
    input   wire            rx,          
    output  wire            tx,          
    output  reg     [7:0]   leds,        
    output  reg     [7:0]   data_leds,   
    output  wire            idle         
);
reg reset;
always @(posedge clock)
    reset <= ~ireset;
wire    [7:0]   data_in;
wire            recv;
always @(posedge clock)
    data_leds <= recv ? data_in : data_leds;
always @(posedge clock)
    leds <= reset ? 8'b0 : (leds + {7'b0, recv});
UARTrx rx_unit
(
    .clock(clock),
    .reset(reset),
    .rx(rx),
    .data(data_in),
    .data_valid(recv)
);
UARTtx tx_unit
(
    .clock(clock),
    .reset(reset),
    .data(data_in + 8'b1),
    .send(recv),
    .tx(tx),
    .idle(idle)
);
endmodule
```
==> summary.txt <==
On the backend side, the flow ran end to end.

The flow reported a cell area power density of 497 mW/mm^2. Per the post-route antenna check, the number of violating nets is 0. The cell count after synthesis came out at 244. Per the synthesis report, the simple-gate share of the synthesized area is 19.2%.

The min-delay analysis places its worst path in the category reg -> reg. The number of antenna repair diodes stands at 0. The maximum frequency from static timing analysis stands at 425 MHz. From left edge to right edge, the die measures 97.4 um. Looking at the post-CTS report, the setup buffer insertion count equals 0. The Yosys step of the flow raised 3 warnings. In the hold timing report, the worst path depth is 1. Per the STA report, the cell with the highest stage delay on the worst path is sky130_fd_sc_hd__or4_1.

The flow ran to the end, and the final reports show no timing, DRC or antenna violations. Once layout is complete, the utilization of the core stands at 37.4%. Broken down by cell family, the worst path's largest delay share belongs to simple AND/OR/NAND/NOR gates. The reported max-cap violation count stands at 0. Counting every sink on the clock net gives 66. The number of warning messages in the logs stands at 29. The pre-placement core utilization stands at 31.2%. The cell resize tally after clock tree synthesis stands at 0. The initial antenna violation count came to 0. TritonCTS built the clock tree. The script extracted a total leakage power of 1.20 nW. Summing every instance area after synthesis gives 0.00273 sq mm. The via count of the first global-routing pass stands at 1624.

In this run the layout overhead on the synthesized area is reported as 20.1%. The total cell area at the placement stage stands at 0.00304 sq mm. For reference, the most critical setup path is categorized as reg -> reg.

The worst voltage drop across the vdd grid stands at 0.223 mV. Across all checked pins, the minimum headroom to the slew limit is 63.3%. The number of different library cells used by synthesis comes to 42.

After the first detailed-routing iteration, the DRC count stood at 52. The worst path setup slack after routing stands at 1450 ps. The global routing report lists combined usage of all routing layers as 9.77%. The worst setup path is launched from a register. The aggregate routed wire length stands at 4.41 mm. The largest fanout of any net on the critical path stands at 11. The hold-fix buffer count after cts stands at 0. Pin placement for this block handled 21 I/O pins. The row count stands at 34. Listed in order, past its start point the critical path passes or4_1 -> or3_4 -> or3b_1 -> nor2_1. The total of buffers placed on input and output ports stands at 20. The area fraction in xor and xnor cells stands at 7.06%.

STA on the placed design reports a worst setup slack of 1490 ps. The first global-routing pass estimated 7.33 mm of wire. The post-detailed-route DRC marker count stands at 0. The sum of negative setup slack stands at 0 ps. Among the non-sequential cells, simple AND/OR/NAND/NOR gates take the most area. For the finished layout, the period the worst path requires is 2350 ps.

Summing the sequential cell areas from Yosys gives 57.2% of the chip area. Looking at the clock tree report, the maximum root-to-sink buffer count equals 2. In this run the critical register-to-register path is captured at rx_unit.data[6]. Setup repair after global routing left no endpoint under its margin.

The share of the clock period used by the worst path after layout stands at 61.9%. The total of flip-flops plus latches after synthesis stands at 66. Per the synthesis report, the adder-cell share of the synthesized area is 5.04%. The tree is rooted in a sky130_fd_sc_hd__clkbuf_8. STA classifies the critical path endpoint as a register.

The maximum clock skew at final layout stands at 7.50 ps. For reference, the critical path is launched at rx_unit.baud_counter[4]. The maximum number of pins on one net before global-route repair stands at 15.

In the placement report, post-DP HPWL is listed as 3.06 mm. The post-route total power stands at 1.63 mW. The ratio of cells with drive above 1 in the final layout stands at 10.2%.

The core outline area stands at 0.00876 sq mm. The total global routing overflow stands at 0. The data required time at the worst endpoint stands at 3850 ps.

The worst hold path begins at rx_unit.rx_half_sync. The average routed wire per standard cell stands at 11.5 um. The timing report notes that buffer and inverter cells on the critical path total 0. In the synthesis report, Yosys lists the chip area as 0.00273 sq mm.

Pins over their slew limit in the final report were tallied at 0. Summing all non-filler instances in the final layout gives an area of 0.00328 sq mm. The multiplexer share of the synthesized area stands at 2.80%. The endpoint of the worst hold path is reported as rx_unit.rx_sync. The via count stands at 1767.

The die outline area stands at 0.00949 sq mm. The layout has 841 filler cells. The die is 97.4 um tall.

The number of endpoints failing setup at the final stage stands at 0. The peak per-stage delay on the critical path stands at 650 ps. In this run, CTS created clock tree buffers numbering 9. Counting endpoints that fail hold in the final report gives 0.

At the worst endpoint, the arrival time is 2400 ps. STA lists the startpoint of the worst register-to-register path as rx_unit.baud_counter[4]. The setup slack of the most critical reg-to-reg path stands at 1450 ps.

The clock slew at the register clock pins of the worst setup and hold paths stands at 70 ps. The compound-gate portion of the synthesized area stands at 5.82%. The detail-routed via count per cell stands at 4.61. RePlAce ended its routability-driven mode at a weighted congestion of 0.827. Per the Yosys statistics, synthesis produced 244 cells. The synthesized area divided by synthesized cell count stands at 11.2 sq um. The report puts the cell count of the worst reg-to-reg path at 4. Looking at the max-slew report, the worst-margin pin has a slew of 548 ps. The clock network latency to the later pin of the worst-skew pair stands at 330 ps. The total number of H-tree levels stands at 3. The first detailed-routing pass ran for 4 iterations.
flip-flops by register name (all words and copies together), names as in the netlist, 4 cells and up:
name and cells:
tx_unit.buffer 8, tx_unit.bit_counter 4, rx_unit.data 8, data_leds 8, rx_unit.baud_counter 10, leds 8, tx_unit.baud_counter 9, rx_unit.bit_counter 4
logic make-up (layout without fill, tap and decap cells):
family | Yosys count | after routing
and+or+nand+nor | 97 | 97
DFF | 66 | 66
AOI/OAI and AO/OA | 24 | 24
xor gates and xnor gates | 22 | 22
buffers and inverters | 19 | 50
adders and majority gates | 11 | 11
muxes | 5 | 5
worst max-delay path by stage:
stage | to | slack (ps) | cells after the start
finish | rx_unit.data[6] | 1450 | 4
global route | rx_unit.data[7] | 1360 | 4
CTS | rx_unit.data[5] | 1470 | 4
area by class of cell:
class                   instances  area [sq um]  share of cell area, %
clock buffers                   9           124                   3.78
clock inverters                 7           118                   3.59
inverters                      14          52.6                   1.60
multi-input cells             159          1090                   33.2
flip-flops and latches         66          1560                   47.6
well taps                     108           135                   4.12
repair buffers                 20           200                   6.10
Yosys cell counts:
cell type / count / area [sq um]
sky130_fd_sc_hd__a21bo_2: 1 / 10.0
sky130_fd_sc_hd__a21oi_1: 7 / 35.0
sky130_fd_sc_hd__a221o_1: 2 / 20.0
sky130_fd_sc_hd__a41oi_1: 1 / 8.76
sky130_fd_sc_hd__and3_1: 3 / 18.8
sky130_fd_sc_hd__and4_1: 1 / 8.76
sky130_fd_sc_hd__buf_2: 1 / 5.00
sky130_fd_sc_hd__buf_6: 1 / 11.3
sky130_fd_sc_hd__clkbuf_1: 3 / 11.3
sky130_fd_sc_hd__dfxtp_1: 42 / 841
sky130_fd_sc_hd__edfxtp_1: 24 / 721
sky130_fd_sc_hd__ha_1: 11 / 138
sky130_fd_sc_hd__inv_1: 14 / 52.6
sky130_fd_sc_hd__mux2_2: 1 / 11.3
sky130_fd_sc_hd__mux2i_1: 2 / 20.0
sky130_fd_sc_hd__mux4_2: 2 / 45.0
sky130_fd_sc_hd__nand2_1: 16 / 60.1
sky130_fd_sc_hd__nand2b_1: 5 / 31.3
sky130_fd_sc_hd__nand3_1: 10 / 50.1
sky130_fd_sc_hd__nand3b_1: 1 / 7.51
sky130_fd_sc_hd__nand4_1: 1 / 6.26
sky130_fd_sc_hd__nor2_1: 26 / 97.6
sky130_fd_sc_hd__nor2b_1: 3 / 18.8
sky130_fd_sc_hd__nor3_1: 7 / 35.0
sky130_fd_sc_hd__nor4_1: 6 / 37.5
sky130_fd_sc_hd__nor4_2: 1 / 12.5
sky130_fd_sc_hd__nor4b_2: 1 / 15.0
sky130_fd_sc_hd__o211ai_1: 2 / 15.0
sky130_fd_sc_hd__o21a_1: 1 / 7.51
sky130_fd_sc_hd__o21ai_0: 6 / 30.0
sky130_fd_sc_hd__o31a_1: 1 / 8.76
sky130_fd_sc_hd__o31ai_1: 2 / 15.0
sky130_fd_sc_hd__o41ai_1: 1 / 8.76
sky130_fd_sc_hd__or2_2: 3 / 18.8
sky130_fd_sc_hd__or3_1: 2 / 12.5
sky130_fd_sc_hd__or3_4: 1 / 11.3
sky130_fd_sc_hd__or3b_1: 1 / 8.76
sky130_fd_sc_hd__or3b_2: 2 / 17.5
sky130_fd_sc_hd__or4_1: 6 / 45.0
sky130_fd_sc_hd__or4b_2: 1 / 10.0
sky130_fd_sc_hd__xnor2_1: 15 / 131
sky130_fd_sc_hd__xor2_1: 7 / 61.3
cells in the final DEF (no fill, tap or decap), types with 3 or more instances in the layout:
cell and n:
sky130_fd_sc_hd__dfxtp_1 42, sky130_fd_sc_hd__nor2_1 26, sky130_fd_sc_hd__edfxtp_1 24, sky130_fd_sc_hd__clkdlybuf4s50_1 20, sky130_fd_sc_hd__nand2_1 16, sky130_fd_sc_hd__xnor2_1 15, sky130_fd_sc_hd__inv_1 14, sky130_fd_sc_hd__ha_1 11
sky130_fd_sc_hd__nand3_1 10, sky130_fd_sc_hd__clkbuf_8 9, sky130_fd_sc_hd__xor2_1 7, sky130_fd_sc_hd__nor3_1 7, sky130_fd_sc_hd__a21oi_1 7, sky130_fd_sc_hd__or4_1 6, sky130_fd_sc_hd__nor4_1 6, sky130_fd_sc_hd__o21ai_0 6
sky130_fd_sc_hd__nand2b_1 5, sky130_fd_sc_hd__and3_1 3, sky130_fd_sc_hd__or2_2 3, sky130_fd_sc_hd__nor2b_1 3, sky130_fd_sc_hd__bufinv_16 3
layer usage:
metal,vias to the layer above,global-route usage [%],wire length [um]
met5,-,0,0
met4,0,2.60,51
met3,4,2.49,145
met2,20,15.5,2070
met1,824,13.7,2150
li1,919,-,-
power by group:
part / internal [mW] / total, mW / switching, mW
registers: 0.772 / 0.812 / 0.0405
clock network: 0.434 / 0.702 / 0.267
logic: 0.0582 / 0.117 / 0.0584
through the flow:
step | std cells | hold WS, ps
4_1_cts | 383 | 410
6_report | 383 | 408
3_5_place_dp | 367 | 394
3_3_place_gp | 367 | 393
2_1_floorplan | 244 | 382
5_1_grt | 383 | 432
Power is estimated from default activity; no workload was simulated.
